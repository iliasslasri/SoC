## design/flow/config.mk

```make
export PLATFORM = sky130hd
export DESIGN_NAME = prog_gpio
export DESIGN_NICKNAME = prog_gpio
export VERILOG_FILES = /design/flow/design.v
export SDC_FILE = /design/flow/constraint.sdc
export NUM_CORES = 4
export LEC_CHECK = 1
export CORE_UTILIZATION = 50
export SYNTH_HDL_FRONTEND = slang
```

## design/flow/constraint.sdc

```tcl
current_design prog_gpio

set clk_period 5.9
set clk_io_pct 0.2

create_clock -name clk0 -period $clk_period [get_ports {clk}]

set non_clock_inputs [all_inputs -no_clocks]
set_input_delay [expr $clk_period * $clk_io_pct] -clock clk0 $non_clock_inputs
set_output_delay [expr $clk_period * $clk_io_pct] -clock clk0 [all_outputs]
```

## design/flow/design.v

```verilog
package present_pkg;
localparam N_ROUNDS = 32;
localparam ROUNDS_PER_CYCLE = 2;
function logic[63:0] P (input [63:0] D);
    return {
             D[63],D[59],D[55],D[51],D[47],D[43],D[39],D[35],D[31],D[27],D[23],D[19],D[15],D[11],D[ 7],D[ 3],
             D[62],D[58],D[54],D[50],D[46],D[42],D[38],D[34],D[30],D[26],D[22],D[18],D[14],D[10],D[ 6],D[ 2],
             D[61],D[57],D[53],D[49],D[45],D[41],D[37],D[33],D[29],D[25],D[21],D[17],D[13],D[ 9],D[ 5],D[ 1],
             D[60],D[56],D[52],D[48],D[44],D[40],D[36],D[32],D[28],D[24],D[20],D[16],D[12],D[ 8],D[ 4],D[ 0]
           };
endfunction
function logic[127:0] SK (input [127:0] K);
    return { K[66:0] , K[127:67] };
endfunction
function logic [3:0] fSBox ( input [3:0] i );
case (i)
  4'h0: fSBox = 4'hC ; 4'h1: fSBox = 4'h5 ; 4'h2: fSBox = 4'h6 ; 4'h3: fSBox = 4'hB ;
  4'h4: fSBox = 4'h9 ; 4'h5: fSBox = 4'h0 ; 4'h6: fSBox = 4'hA ; 4'h7: fSBox = 4'hD ;
  4'h8: fSBox = 4'h3 ; 4'h9: fSBox = 4'hE ; 4'hA: fSBox = 4'hF ; 4'hB: fSBox = 4'h8 ;
  4'hC: fSBox = 4'h4 ; 4'hD: fSBox = 4'h7 ; 4'hE: fSBox = 4'h1 ; 4'hF: fSBox = 4'h2 ;
endcase
endfunction
function logic [63:0] PCrypt ( input [63:0] D, input [127:0] K );
    int s;
    logic [5:0] round;
    PCrypt = D;
        for (round=1; round <= 31; round++)
        begin
            PCrypt = PCrypt ^ K[127-:64];
            for (s=0; s<16;s++)
                PCrypt[63-s*4-:4] = fSBox(PCrypt[63-s*4-:4]);
            PCrypt = P(PCrypt);
            K = SK(K);
            K[127-:4] = fSBox(K[127-:4]);
            K[123-:4] = fSBox(K[123-:4]);
            K[66-:5] = K[66-:5] ^ round[4:0];
        end
        PCrypt = PCrypt ^ K[127-:64];
endfunction
endpackage
module prog_gpio (
    input logic clk, reset_n,
    input logic avs_write,
    input logic [31:0] avs_writedata,
    input logic [4:0] avs_address,
    input logic [31:0] pio_i,
    output logic [31:0] pio_o,
    output logic irq,
    output logic [31:0] avs_readdata
);
logic[31:0] data_out;
logic[31:0] data_in;
logic[31:0] enable;
logic[31:0] irq_mask;
logic[31:0] irq_pol;
logic irq_ack;
always_ff @(posedge clk or negedge reset_n) begin
  if(!reset_n) begin
    irq_mask <= '0;
    irq_pol <= '0;
    enable <= '1;
    data_out <= '0;
    irq_ack <= 0;
  end
  else begin
    irq_ack <= 0;
    if(avs_write)
    case(avs_address)
      0: data_out <= (avs_writedata & enable);
      4: enable <= avs_writedata;
      8: irq_mask <= avs_writedata;
      12: irq_pol <= avs_writedata;
      16: irq_ack <= 1;
    endcase
  end
end 
always_comb begin 
  case(avs_address)
    0: avs_readdata = data_in;
    4: avs_readdata = enable;
    8: avs_readdata = irq_mask;
    12: avs_readdata = irq_pol;
    default: avs_readdata = 0;
  endcase
end
assign data_in = pio_i & enable;
assign pio_o = (data_out & enable) ;
wire [31:0] enabled_irqs = (data_in^irq_pol) & enable & irq_mask;
always_ff @(posedge clk or negedge reset_n)
  if(!reset_n)
    irq <= 0;
  else begin
    if(irq_ack) irq <= 0;
    else if(enabled_irqs != 0)  irq <= 1;
  end
endmodule
```

## design/flow/run.sh

```bash
#!/bin/bash
# OpenROAD 26Q1-2900-gdf79404cd8, Yosys 0.63+post, stock flow scripts
make -C /OpenROAD-flow-scripts/flow DESIGN_CONFIG=/design/flow/config.mk WORK_HOME=/design/flow/orfs finish
```

==> impl_metrics.py <==
# Synthesis and PnR figures
metrics = {
    "outcome": {
        "status": "finished clean",
    },
    "place": {
        "place_inst": 895,
        "hpwl_um": 11900,
        "io_buffers": 136,
        "gp_congestion": 0.840,
    },
    "sta": {
        "finalCritPeriodShare_pct": 86.0,
        "tns_ns": 0,
        "fin_skew_ns": 0.00618,
        "finalHoldViolations": 0,
        "fmaxAchievable_mhz": 197,
        "tightest_slew_ns": 0.911,
        "layout_min_cycle_time_ns": 5.07,
        "slew_headroom_pct": 39.1,
        "maxSlewViolCount": 0,
        "finalSetupViolations": 0,
        "rsz0062_at_grt": "false",
    },
    "run": {
        "warnings": 26,
        "drv_cap": 0,
    },
    "layout": {
        "drive_above_1_share_pct": 22.4,
        "fin_util_pct": 67.8,
        "final_cells": 926,
        "n_fill_cell": 982,
        "area_growth_pct": 31.2,
    },
    "cts": {
        "cts_repair_resize_count": 0,
        "post_cts_buffers": 0,
        "cts-root-buf": "clkbuf_16",
        "path_clk_slew_ns": 0.05,
        "worstSkewPairLatency_ns": 0.41,
        "cts_made_buffers": 17,
        "holdBufCountCts": 0,
        "clock_sinks": 130,
        "h-tree-depth": 4,
        "tritoncts": "done",
        "cts_max_path_buffers": 2,
    },
    "grt": {
        "grtUsageMet3_pct": 8.25,
        "overflow": 0,
        "grt_max_degree": 54,
        "grt_first_pass_wirelength_um": 26800,
        "grt_antenna_before_repair": 1,
        "gr-usage-met1_pct": 43.9,
        "grt_pass1_vias": 4998,
        "grt_use_met2_pct": 40.9,
        "grt_usage_pct": 27.6,
        "top_usage_layer": "met1",
    },
    "power_and_ir_drop": {
        "p_switching_uw": 641,
        "power.leakage_nw": 3.73,
        "clockPowerShare_pct": 35.6,
        "max-vdd-ir-drop_v": 0.000186,
        "sw_frac_of_total_pct": 25.6,
        "power_density_mw_per_mm2": 290,
        "pwr-share-seq_pct": 48.1,
        "p_comb_share_pct": 16.3,
        "p_int_mw": 1.86,
    },
    "floorplan": {
        "dieHeight_um": 117,
        "initial_core_util_pct": 51.7,
        "coreArea_mm2": 0.0127,
        "chipWidth_um": 117,
        "rows": 41,
        "io_pins": 137,
        "die_area_mm2": 0.0136,
    },
    "drt": {
        "drt-total-wl_um": 17300,
        "route.detailed.drc": 0,
        "firstDrtPassIters": 4,
        "antenna_cells": 0,
        "vias_per_cell": 5.50,
        "ant_nets": 0,
        "post_drt_wl_per_cell_um": 18.7,
        "drt_iter0_drc": 382,
        "vias": 5094,
    },
    "synthesis": {
        "yosysWarnings": 0,
        "ys_chip_area_mm2": 0.00657,
        "ys_seq_share_pct": 50.1,
        "synthCells": 602,
        "synth_top_area_share_pct": 37.3,
        "avgSynthCellArea_um2": 10.9,
        "yosys.area.top_type": "dfrtp_1",
        "ys_cells": 602,
        "ys_ff": 130,
        "netlist_area_mm2": 0.00657,
        "yosys.cell_types.count": 34,
        "top_cells_by_area": "dfrtp_1 37%, dfstp_2 13%, mux2_2 11%, mux2_4 6.9%, xor2_1 4.3%",
    },
    "critical_path": {
        "end_kind": "output port",
        "path_class": "in2out",
        "path_max_fanout": 15,
        "arrival_ns": 3.89,
        "worst_ep_required_time_ns": 4.72,
        "worstSetupStartpointType": "input pin",
    },
    "worst_hold_path": {
        "hold_class": "reg2reg",
    },
}
## stage by stage
step	hold WS [ns]	instance area, um^2	power, mW	setup WS, ns
global route	0.424	8620	2.62	0.703
CTS	0.400	8620	2.52	0.820
global placement	0.393	8130	1.60	0.828
floorplan	0.375	6570	1.43	2.34
detailed placement	0.381	8130	1.62	0.820
finish	0.398	8620	2.50	0.827
## power by group through the flow
| stage | Combinational (mW) | Sequential, mW | Clock [mW] |
|---|---|---|---|
| 4_1_cts | 0.409 | 1.20 | 0.905 |
| 5_1_grt | 0.449 | 1.23 | 0.947 |
| 6_report | 0.407 | 1.20 | 0.892 |
## state kept, by name, indices dropped and copies added (netlist names)
signal    flops
data_out     32
irq_mask     32
irq_pol      32
irq_ack       1
irq           1
enable       32
## cell type report
| cell class | instances | area, um^2 | share of cell area [%] |
|---|---|---|---|
| Sequential cell | 130 | 3290 | 38.2 |
| Multi-Input combinational cell | 420 | 3060 | 35.5 |
| Timing Repair Buffer | 153 | 1490 | 17.2 |
| Clock buffer | 29 | 480 | 5.57 |
| Tap cell | 172 | 215 | 2.50 |
| Inverter | 20 | 75.1 | 0.871 |
| Clock inverter | 2 | 10.0 | 0.116 |
## critical path: stages
cell and delay (ns):
clkdlybuf4s50_1 0.41, or3_1 0.67, buf_4 0.29, nor2_2 0.29, buf_4 0.32, a22oi_1 0.11
o21ai_0 0.13, clkdlybuf4s50_1 0.49
## kinds of logic (layout without fill, tap and decap cells)
kind of cell	after synthesis	count (layout)	synth area share, %
and+or+nand+nor	175	175	13.4
buffers and inverters	52	204	3.60
muxes	96	96	18.2
xor gates and xnor gates	32	32	4.27
DFF	130	130	50.1
AOI/OAI and AO/OA	117	117	10.5
## routing by layer
metal  vias to the layer above  share of wire [%]
li1                       2412                  -
met1                      2474                 46
met2                       194                 45
met3                        12                8.4
met4                         2               0.72
met5                         -              0.075
## synth_stat cells
| library cell | number |
|---|---|
| o21ai_0 | 46 |
| nor3_1 | 13 |
| inv_1 | 20 |
| mux2_1 | 3 |
| o22ai_1 | 12 |
| a31oi_1 | 2 |
| clkbuf_1 | 15 |
| nand2_1 | 69 |
| xor2_1 | 32 |
| a22oi_1 | 19 |
| nor3b_2 | 1 |
| or3_1 | 1 |
| nand3b_1 | 1 |
| dfrtp_1 | 98 |
| nand3_1 | 32 |
| nor4_1 | 2 |
| mux2_2 | 63 |
| buf_4 | 1 |
| buf_2 | 12 |
| a211oi_1 | 12 |
| and2_1 | 44 |
| buf_6 | 3 |
| a21oi_1 | 19 |
| mux2_4 | 30 |
| a311oi_1 | 1 |
| o21ai_1 | 5 |
| nor3_2 | 2 |
| nand4_1 | 7 |
| buf_1 | 1 |
| nand2_2 | 1 |
| and3_1 | 1 |
| dfstp_2 | 32 |
| nor2_2 | 1 |
| o211ai_1 | 1 |
## final timing paths
path	startpoint	cells past startpoint	endpoint	slack [ns]
max in group asynchronous	reset_n	2	irq_mask[21]	4.24
min reg2reg	irq_ack	1	irq	0.40
max reg2reg	irq_pol[16]	5	irq	4.19
min	irq_ack	1	irq	0.40
max	avs_address[1]	8	avs_readdata[31]	0.83
min in group asynchronous	reset_n	1	data_out[3]	0.67
## layout by cell type, fill, tap and decap left out
cell type        netlist  layout
dfrtp_1               98      98
nand2_1               69      68
nand3_1               32      32
a311oi_1               1       1
clkbuf_8               0       1
nor2_2                 1       1
a211oi_1              12      12
nand3b_1               1       1
clkbuf_16              0      17
o21ai_1                5       5
xor2_1                32      32
mux2_1                 3       3
nand4_1                7       7
and2_1                44      44
o21ai_0               46      46
a31oi_1                2       2
o22ai_1               12      12
clkbuf_1              15      11
buf_4                  1      18
and3_1                 1       1
a22oi_1               19      19
a21oi_1               19      19
mux2_2                63      63
nor3b_4                0       1
nor4_1                 2       2
mux2_4                30      30
dfstp_2               32      32
nor3_1                13      13
nand2_2                1       2
clkinv_2               0       2
clkdlybuf4s50_1        0     135
nor3_4                 0       2
o211ai_1               1       1
inv_1                 20      20
or3_1                  1       1
Power is estimated from default activity; no workload was simulated.
