## /design/flow/run.sh

```bash
#!/bin/bash
# OpenROAD 26Q1-2900-gdf79404cd8, Yosys 0.63+post, stock flow scripts
make -C /OpenROAD-flow-scripts/flow DESIGN_CONFIG=/design/flow/config.mk WORK_HOME=/design/flow/orfs finish
```

## /design/flow/config.mk

```make
export PLATFORM = sky130hd
export DESIGN_NAME = avalon_accel
export DESIGN_NICKNAME = avalon_accel
export VERILOG_FILES = /design/flow/design.v
export SDC_FILE = /design/flow/constraint.sdc
export NUM_CORES = 4
export LEC_CHECK = 1
export CORE_UTILIZATION = 40
export SYNTH_HDL_FRONTEND = slang
```

## /design/flow/constraint.sdc

```tcl
current_design avalon_accel

set clk_period 9.0
set clk_io_pct 0.2

create_clock -name clk0 -period $clk_period [get_ports {clk}]

set non_clock_inputs [all_inputs -no_clocks]
set_input_delay [expr $clk_period * $clk_io_pct] -clock clk0 $non_clock_inputs
set_output_delay [expr $clk_period * $clk_io_pct] -clock clk0 [all_outputs]
```

## /design/flow/design.v

```verilog
package present_pkg;
localparam N_ROUNDS = 32;
localparam ROUNDS_PER_CYCLE = 2;
function logic[63:0] P (input [63:0] D);
    return {
             D[63],D[59],D[55],D[51],D[47],D[43],D[39],D[35],D[31],D[27],D[23],D[19],D[15],D[11],D[ 7],D[ 3],
             D[62],D[58],D[54],D[50],D[46],D[42],D[38],D[34],D[30],D[26],D[22],D[18],D[14],D[10],D[ 6],D[ 2],
             D[61],D[57],D[53],D[49],D[45],D[41],D[37],D[33],D[29],D[25],D[21],D[17],D[13],D[ 9],D[ 5],D[ 1],
             D[60],D[56],D[52],D[48],D[44],D[40],D[36],D[32],D[28],D[24],D[20],D[16],D[12],D[ 8],D[ 4],D[ 0]
           };
endfunction
function logic[127:0] SK (input [127:0] K);
    return { K[66:0] , K[127:67] };
endfunction
function logic [3:0] fSBox ( input [3:0] i );
case (i)
  4'h0: fSBox = 4'hC ; 4'h1: fSBox = 4'h5 ; 4'h2: fSBox = 4'h6 ; 4'h3: fSBox = 4'hB ;
  4'h4: fSBox = 4'h9 ; 4'h5: fSBox = 4'h0 ; 4'h6: fSBox = 4'hA ; 4'h7: fSBox = 4'hD ;
  4'h8: fSBox = 4'h3 ; 4'h9: fSBox = 4'hE ; 4'hA: fSBox = 4'hF ; 4'hB: fSBox = 4'h8 ;
  4'hC: fSBox = 4'h4 ; 4'hD: fSBox = 4'h7 ; 4'hE: fSBox = 4'h1 ; 4'hF: fSBox = 4'h2 ;
endcase
endfunction
function logic [63:0] PCrypt ( input [63:0] D, input [127:0] K );
    int s;
    logic [5:0] round;
    PCrypt = D;
        for (round=1; round <= 31; round++)
        begin
            PCrypt = PCrypt ^ K[127-:64];
            for (s=0; s<16;s++)
                PCrypt[63-s*4-:4] = fSBox(PCrypt[63-s*4-:4]);
            PCrypt = P(PCrypt);
            K = SK(K);
            K[127-:4] = fSBox(K[127-:4]);
            K[123-:4] = fSBox(K[123-:4]);
            K[66-:5] = K[66-:5] ^ round[4:0];
        end
        PCrypt = PCrypt ^ K[127-:64];
endfunction
endpackage
module avalon_accel(
  input  clk,
  input  reset_n,
  input         avs_write,
  input  [31:0] avs_writedata,
  output [31:0] avs_readdata,
  input  [4:0]  avs_address,
  output  logic avm_write,
  output  logic avm_read,
  input         avm_waitrequest,
  output logic [31:0] avm_writedata,
  input  [31:0] avm_readdata,
  output logic [31:0] avm_address,
  output logic irq
);
logic[31:0] R[0:7];
wire[3:0][31:0] key_reg  = {R[3],R[2],R[1],R[0]};
wire[31:0]      src_addr_reg = R[4];
wire[31:0]     dest_addr_reg = R[5];
wire[31:0]       num_blk_reg = R[6];
wire[31:0]          ctrl_reg = R[7];
wire start_dma = ctrl_reg;
always_ff@(posedge clk or negedge reset_n)
  if(!reset_n)
    for(int i=0; i<8; i++)
      R[i] <= '0;
  else
    if(avs_write) 
      R[avs_address[4:2]] <= avs_writedata;
enum logic [3:0] {wait_for_crtl, read_frst_word, read_scd_word, start_encr, wait_end_encry, write_frst_word, write_scd_word, gen_irq} state; 
assign avs_readdata = (avs_address == 5'h1c) ? !(state == wait_for_crtl) : R[avs_address[4:2]];
logic [63:0] ct;
logic [63:0] ct_sauv;
logic [63:0] pt;
logic eoc;
logic[31:0] read_addr_reg;
logic[31:0] write_addr_reg;
logic[31:0] blk_reg;
always_ff@(posedge clk or negedge reset_n)
  if(!reset_n)begin
    read_addr_reg <= '0;
  end
  else
  begin
     if (state == read_frst_word && !avm_waitrequest) begin
          read_addr_reg <= read_addr_reg + 4;
          pt[63:32] <= avm_readdata;
     end
     if (state == read_scd_word  && !avm_waitrequest) begin 
        read_addr_reg <= read_addr_reg + 4;
        pt[31:0] <= avm_readdata;
      end
    if (state == write_frst_word && !avm_waitrequest) begin
      avm_writedata <= ct_sauv[63:32];
      write_addr_reg <= write_addr_reg + 4;
     end
     if (state == write_scd_word  && !avm_waitrequest) begin
      avm_writedata <= ct_sauv[31:0];
      write_addr_reg <= write_addr_reg + 4;
     end
     if (state == wait_for_crtl) begin 
        write_addr_reg <= dest_addr_reg;
        read_addr_reg <= src_addr_reg;
      end
  end
always_ff@(posedge clk or negedge reset_n)
  if(!reset_n)begin
      avm_read <= 0;
      avm_write <= 0;
      avm_address <= '0;
    end
  else begin
    if(state == read_scd_word || state == read_frst_word)begin
      avm_address <= read_addr_reg;
      avm_read <= 1;
      avm_write <= 0;
    end
    else if(state == write_scd_word || state == write_frst_word)begin
      avm_address <= write_addr_reg;
      avm_read <= 0;
      avm_write <= 1;
    end
    else begin
      avm_read <= 0;
      avm_write <= 0;
    end
  end
always_ff@(posedge clk or negedge reset_n)
  if(!reset_n)
    blk_reg <= '0;
  else
    begin
      if (state == start_encr) blk_reg <= blk_reg - 1;
      if (state == wait_for_crtl)  blk_reg <= num_blk_reg;
    end
wire start_present = (state == start_encr);
always_ff@(posedge clk or negedge reset_n)
  if(!reset_n)
    state <= wait_for_crtl;
  else
    case(state)
      wait_for_crtl :
        if(start_dma) state <= read_frst_word;
      read_frst_word :
	      if(!avm_waitrequest) state <= read_scd_word;
      read_scd_word :
	      if(!avm_waitrequest) state <= start_encr;
      start_encr :
      	state <= wait_end_encry;
      wait_end_encry :
	      if (eoc)begin
          state <= write_frst_word;
          ct_sauv = ct;
        end
      write_frst_word :
        if(!avm_waitrequest) begin 
          state <= write_scd_word;
        end
      write_scd_word :
        if(!avm_waitrequest) if(blk_reg) state <= read_frst_word;
                              else state <= gen_irq;
      gen_irq :
      	if (!start_dma) state <= wait_for_crtl;
    endcase 
always_ff @(posedge clk or negedge reset_n)
  if(!reset_n)
    irq <= 0;
  else begin
    if(state == gen_irq) irq <= 1;
    else if(irq)  irq <= 0;
  end
present my_inst (
                 .clk(clk),
                 .nrst(reset_n),
                 .start(start_present),
                 .eoc(eoc),
                 .plaintext(pt),
                 .key(key_reg),
                 .ciphertext(ct)
                );
endmodule
module present(
                 clk,
                 nrst,
                 start,
                 eoc,
                 plaintext,
                 key,
                 ciphertext
                );
input  clk;
input  nrst;
input  start;
output eoc;
input  [63:0] plaintext;
input  [127:0] key;
output [63:0] ciphertext;
wire   [4:0] round;
wire ld = start;
present_dp dp_i(
                    .clk(clk),
                    .nrst(nrst),
                    .ld(ld),
                    .plaintext(plaintext),
                    .key(key),
                    .round(round),
                    .ciphertext(ciphertext)
                  );
present_ctrl  ctrl_i (
                       .clk(clk),
                       .nrst(nrst),
                       .start(start),
                       .eoc(eoc),
                       .round(round ) 
                      );
endmodule
module present_ctrl  (
                       clk,
                       nrst,
                       start,
                       eoc,
                       round 
                      );
import present_pkg::N_ROUNDS;
import present_pkg::ROUNDS_PER_CYCLE;
input        clk;
input        nrst;
input        start;
output       eoc;
output [4:0] round ;
logic [4:0] round ;
logic eoc;
logic computing;
always_ff @(posedge clk or negedge nrst)
if(!nrst)
begin
    round <= 5'd1;;
    eoc <= 1'b0;
    computing <= 1'b0;
end
else
begin
  eoc <= 1'b0;
  if (start)
  begin
    round <= 5'b1;
    computing <= 1'b1;
  end
  if(computing)
  begin
    round <= round + 1'b1;
    if(round == N_ROUNDS/ROUNDS_PER_CYCLE -1)
    begin
      eoc <= 1'b1;
      computing <= 1'b0;
    end
  end
end
endmodule
module present_dp (
                    clk,
                    nrst,
                    ld,
                    plaintext,
                    key,
                    round,
                    ciphertext
                  );
import present_pkg::*;
input  clk;
input  nrst;
input  ld;
input  [63:0] plaintext;
input  [127:0] key;
input  [4:0]  round ;
output logic [63:0] ciphertext;
logic [63:0] Dreg,Dnext;
logic [127:0] Kreg,Knext;
always_ff @(posedge clk or negedge nrst)
if(!nrst)
begin
    Dreg <= '0;
    Kreg <= '0;
end
else
begin
    Dreg <= Dnext;
    Kreg <= Knext;
end
always_comb
begin: combi
int sb;
int rd;
logic [63:0]  D;
logic [128:0] K;
logic [63:0] DxorK;
logic [4:0] un_round, KxorR_66_62;
logic [3:0] Ksbox127_124, Ksbox123_120;
   D = Dreg;
   K = Kreg;
   for (rd=0; rd<ROUNDS_PER_CYCLE; rd++)
   begin
      un_round = ((round-1)*ROUNDS_PER_CYCLE + (rd+1));
      DxorK  =  D ^ K[127-:64];
      for (sb=0; sb< 16; sb++)
         D[3+4*sb-:4] = fSBox(DxorK[3+4*sb-:4]);
      D = P(D);
      K = SK(K);
      KxorR_66_62 = K[66-:5] ^ un_round;
      Ksbox127_124 = fSBox(K[127-:4]);
      Ksbox123_120 = fSBox(K[123-:4]);
      K = {Ksbox127_124,Ksbox123_120,K[119:67],KxorR_66_62,K[61:0]};
   end
   if (ld)
   begin
      Dnext = plaintext;
      Knext = key ;
   end
   else
   begin
      Dnext = D;
      Knext = K;
   end
   ciphertext = DxorK;
end
endmodule
```

==> results.yml <==
# flow metrics
floorplanning:
  dieArea_um2: 97300
  core_um2: 95000
  initCoreUtil: 0.404
  num_rows: 113
  die_y_um: 312
  die_w_um: 312
  io_pins: 172
placed_design:
  io_buffers: 171
  place_congestion: 0.960
  dpl.hpwl_um: 84500
worst_setup_path:
  crit_buf_inv: 3
  worst_setup_path_startpoint: "avs_address[4]"
  crit_chain: "buf_4 -> buf_4 -> mux4_2 -> mux2i_1 -> nor2_1 -> clkdlybuf4s50_1"
  worstSetupStartpointType: "input pin"
  cp_top_family: "buffers and inverters"
  crit_path_top_delay_cell: "buf_4"
  crit_path_frequent_cell: "buf_4"
  cp.required_ns: 7.20
  critPathArrivalTime_ns: 4.38
  r2r-start: "my_inst.dp_i.Dreg[20]"
  path_class: "in2out"
  end_kind: "primary output"
  critPathMaxFanout: 36
  cpPeakStageDelay_ns: 0.65
synth:
  syn_area_um2: 38400
  syn_inst: 2966
  ys_warn_count: 0
  yosys_area_um2: 38400
  yosysCellCount: 2966
  avgSynthCellArea_um2: 13.0
  ys_ff: 754
  synth-seq-area-share: 0.516
  synth.distinct_cells: 69
  synthArstFlopShare: 0.745
  synthFlopType: "dfrtp_1"
  synth-edff-count: 192
run:
  drv_cap: 0
  tool_warnings: 151
clock_tree:
  post_cts_buffers: 0
  cts_resized: 0
  postCtsHoldBufs: 0
  cts_made_buffers: 85
  root_buffer: "clkbuf_16"
  h-tree-depth: 3
  clk_path_buf_depth: 3
  clock-sinks: 754
  cts_tree: "done"
  clk_pin_slew_ns: 0.05
  clk-insertion-delay-late_ns: 0.66
global_routing:
  grt_max_degree: 130
  grt.overflow.total: 0
  grtUsageTotal: 0.246
  grt_pass1_vias: 24962
  antenna_found_initial: 7
  grt_first_pass_wirelength_um: 166000
timing:
  slew_headroom: 0.397
  fmax_mhz: 162
  worstMarginPinSlew_ns: 0.898
  report.final.slew_viol_count: 0
  finalCritPeriodShare: 0.687
  hold_viol: 0
  timing.hold.ws_ns: 0.450
  period_needed_ns: 6.18
  setup_tns_ns: 0
  grt_setup_unrepaired: "no"
  setup_violations: 0
  clock_skew_ns: 0.0255
routing:
  vias_per_cell: 5.36
  routed_wl_um: 112000
  wl_per_cell_um: 25.1
  ant_nets: 0
  vias: 24037
  drt_iter0_drc: 1543
  first_pass_iters: 5
  drcViolationCount: 0
power:
  total_power_mw: 8.30
  vdd_drop_max_uv: 129
  power.leakage_nw: 18.3
  cellPowerDensity_nw_per_um2: 186
status:
  outcome: "finished, final reports clean"
layout:
  drive_above_1_share: 0.244
  fill_cells: 8071
  largest_registers: "R x128, my_inst.dp_i.Kreg x128"
  syn_to_final_growth_pct: 16.0
worst_hold_path:
  holdCritStartpoint: "pt[41]"
  holdCritPathClass: "reg2reg"
-- where the power goes --
group / switching (mW) / internal (mW)
Clock: 1.44 / 2.12
Sequential: 0.318 / 3.76
Combinational: 0.240 / 0.422
Total: 2.00 / 6.29
-- cells in the mapped netlist, types with 36 or more instances --
cell type    n  area share
dfrtp_1    560        0.36
xor2_1     102       0.023
mux2_2     429        0.13
edfxtp_1   192        0.15
mux4_2     108       0.063
clkbuf_1    98      0.0096
nor2_1     130       0.013
ha_1       172       0.056
inv_1      140       0.014
xnor2_1    126       0.029
a21oi_1     49      0.0064
mux2i_1    142       0.037
o21ai_0    182       0.024
nand2_1    247       0.024
nor3_1      36      0.0047
-- final cells by class --
cell class | count | area [um2] | share of cell area
clock inverters | 27 | 319 | 0.00716
clock buffers | 131 | 2600 | 0.0583
inverters | 142 | 533 | 0.0120
well taps | 1265 | 1580 | 0.0355
multi-input cells | 1944 | 17600 | 0.395
repair buffers | 220 | 2100 | 0.0470
diodes | 1 | 2.50 | 0.0000561
flip-flops and latches | 754 | 19800 | 0.445
-- tightest hold or removal path, delay by kind of cell, from the launching register on --
kind          cells  cell delay, ns
flops             1            0.32
simple gates      2            0.11
-- through the flow --
| stage | cell area [um2] | utilization | worst slack (ns) | cells |
|---|---|---|---|---|
| after floorplan | 38400 | - | 3.74 | 2966 |
| after global placement | 41700 | 0.438 | 2.78 | 4325 |
| after detailed placement | 41700 | 0.438 | 2.75 | 4325 |
| after CTS | 44600 | 0.469 | 2.74 | 4483 |
| after global routing | 44600 | 0.469 | 2.61 | 4484 |
| final | 44600 | 0.469 | 2.82 | 4484 |
-- worst paths after layout --
| check | endpoint | slack (ns) | cells past startpoint |
|---|---|---|---|
| max in group asynchronous | R[240] | 5.43 | 4 |
| setup / recovery | avs_readdata[21] | 2.82 | 6 |
| setup reg to reg | my_inst.dp_i.Dreg[57] | 4.88 | 10 |
| hold / removal | my_inst.dp_i.Dreg[41] | 0.45 | 2 |
| hold reg to reg | my_inst.dp_i.Dreg[41] | 0.45 | 2 |
| min in group asynchronous | avm_address[4] | 1.14 | 1 |
-- cell usage in the layout (no fill, tap or decap), drive strengths merged, types with 15 or more instances in the layout --
cell type,synthesis,routed
dfrtp,560,560
mux2,431,431
nand2,247,247
edfxtp,192,192
o21ai,188,188
ha,172,172
clkdlybuf4s50,0,167
inv,142,145
xnor2,145,145
mux2i,142,142
clkbuf,98,131
nor2,130,130
xor2,121,121
mux4,110,110
buf,28,53
a21oi,49,49
nor3,37,37
nand3,24,24
clkinv,0,19
nand4,17,17
and3,15,15
-- per-layer routing --
metal,routed length (um),GRT usage,share of wire,up-vias
li1,-,-,-,10902
met1,45600,0.348,0.41,12297
met2,54400,0.383,0.48,659
met3,8850,0.0791,0.079,175
met4,3660,0.0643,0.033,4
met5,24,0.00741,0.00021,-
-- cells by family (layout without fill, tap and decap cells) --
family / count (synthesis) / count (layout) / synth area share
other: 0 / 1 / 0
multiplexers: 683 / 683 / 0.228
XOR/XNOR: 266 / 266 / 0.0692
flip-flops: 754 / 754 / 0.516
AND/OR/NAND/NOR: 523 / 523 / 0.0595
adder cells (fa/ha/maj): 172 / 172 / 0.0560
buffers and inverters: 268 / 520 / 0.0265
AND-OR/OR-AND: 300 / 300 / 0.0443
Power figures rest on the tool's default switching activity, not on a simulated workload.
