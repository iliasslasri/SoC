**flow/run.sh**
```bash
#!/bin/bash
# OpenROAD 26Q1-2900-gdf79404cd8, Yosys 0.63+post, stock flow scripts
make -C /OpenROAD-flow-scripts/flow DESIGN_CONFIG=/design/flow/config.mk WORK_HOME=/design/flow/orfs finish
```
**flow/config.mk**
```make
export PLATFORM = sky130hd
export DESIGN_NAME = simple_mm_register
export DESIGN_NICKNAME = simple_mm_register
export VERILOG_FILES = /design/flow/design.v
export SDC_FILE = /design/flow/constraint.sdc
export NUM_CORES = 4
export LEC_CHECK = 1
export CORE_AREA = 10 10 104 104
export DIE_AREA = 0 0 114 114
export SYNTH_HDL_FRONTEND = slang
```
**flow/constraint.sdc**
```tcl
current_design simple_mm_register

set clk_period 1.1
set clk_io_pct 0.2

create_clock -name clk0 -period $clk_period [get_ports {clk}]

set non_clock_inputs [all_inputs -no_clocks]
set_input_delay [expr $clk_period * $clk_io_pct] -clock clk0 $non_clock_inputs
set_output_delay [expr $clk_period * $clk_io_pct] -clock clk0 [all_outputs]
```
**flow/design.v**
```verilog
package present_pkg;
localparam N_ROUNDS = 32;
localparam ROUNDS_PER_CYCLE = 2;
function logic[63:0] P (input [63:0] D);
    return {
             D[63],D[59],D[55],D[51],D[47],D[43],D[39],D[35],D[31],D[27],D[23],D[19],D[15],D[11],D[ 7],D[ 3],
             D[62],D[58],D[54],D[50],D[46],D[42],D[38],D[34],D[30],D[26],D[22],D[18],D[14],D[10],D[ 6],D[ 2],
             D[61],D[57],D[53],D[49],D[45],D[41],D[37],D[33],D[29],D[25],D[21],D[17],D[13],D[ 9],D[ 5],D[ 1],
             D[60],D[56],D[52],D[48],D[44],D[40],D[36],D[32],D[28],D[24],D[20],D[16],D[12],D[ 8],D[ 4],D[ 0]
           };
endfunction
function logic[127:0] SK (input [127:0] K);
    return { K[66:0] , K[127:67] };
endfunction
function logic [3:0] fSBox ( input [3:0] i );
case (i)
  4'h0: fSBox = 4'hC ; 4'h1: fSBox = 4'h5 ; 4'h2: fSBox = 4'h6 ; 4'h3: fSBox = 4'hB ;
  4'h4: fSBox = 4'h9 ; 4'h5: fSBox = 4'h0 ; 4'h6: fSBox = 4'hA ; 4'h7: fSBox = 4'hD ;
  4'h8: fSBox = 4'h3 ; 4'h9: fSBox = 4'hE ; 4'hA: fSBox = 4'hF ; 4'hB: fSBox = 4'h8 ;
  4'hC: fSBox = 4'h4 ; 4'hD: fSBox = 4'h7 ; 4'hE: fSBox = 4'h1 ; 4'hF: fSBox = 4'h2 ;
endcase
endfunction
function logic [63:0] PCrypt ( input [63:0] D, input [127:0] K );
    int s;
    logic [5:0] round;
    PCrypt = D;
        for (round=1; round <= 31; round++)
        begin
            PCrypt = PCrypt ^ K[127-:64];
            for (s=0; s<16;s++)
                PCrypt[63-s*4-:4] = fSBox(PCrypt[63-s*4-:4]);
            PCrypt = P(PCrypt);
            K = SK(K);
            K[127-:4] = fSBox(K[127-:4]);
            K[123-:4] = fSBox(K[123-:4]);
            K[66-:5] = K[66-:5] ^ round[4:0];
        end
        PCrypt = PCrypt ^ K[127-:64];
endfunction
endpackage
module simple_mm_register (
    input logic clk, reset_n,
    input logic avs_write,
    input logic [31:0] avs_writedata,
    output logic [31:0] avs_readdata,
    output logic [9:0] leds
);
logic[31:0] R;
always_ff @(posedge clk or negedge reset_n)
  if(!reset_n)
    R <= '0;
  else if(avs_write)
      R <= avs_writedata;
    assign avs_readdata = R;
    assign leds  = R[9:0];
endmodule
```
==> GITHUB_STEP_SUMMARY <==
## PnR job results

| Metric | Value |
|---|---|
| Status | finished, violations left |
| Violations in the final reports | hold timing, setup timing |
| Vias in the first global route | 1,054 |
| CP dominant cell by count | buf_6 |
| Switching Share | 22.5% |
| Routed Antenna Nets | 0 |
| Syn avg cell area | 18.2 um^2 |
| Routed WL | 3940 um |
| FMAX | 902 MHz |
| Port Buffers | 76 |
| Layout cells sized above 1 | 60.4% |
| Drc violations | 0 |
| Layout Cells excl Fill | 290 |
| Fin. Hold Viols | 32 |
| Slowest CP cell | dfrtp_1 |
| Largest net degree at the start of global routing | 33 |
| DR vias | 971 |
| Worst VDD drop | 0.358 mV |
| Seq/Total Area, Yosys | 56.4% |
| # rows | 34 |
| Final Instance Area | 0.00246 mm^2 |
| # Cells Yosys | 78 |
| Distinct lib cells | 6 |
| Internal | 2330 uW |
| Clock power frac | 28.5% |
| FP Util | 16.4% |
| Die ar. | 0.0130 mm^2 |
| Mapped Area | 0.00142 mm^2 |
| Vias per std cell | 3.35 |
| Final HPWL DP | 2780 um |
| N_diodes | 0 |
| Number of top-level pins | 77 |
| Period minus WS final | 1.11 ns |
| Root buffer cell | clkbuf_8 |
| Clock Path Buffers | 2 |
| WL/cell | 13.6 um |
| Yosys warning tally | 0 |
| Actual slew at the worst max-slew pin | 0.179 ns |
| H-tree depth | 2 |
| Startpoint Class | flip-flop |
| Global Route Usage Sum | 5.98% |
| Initial drt markers | 37 |
| Max Fanout on Critical Path | 2 |
| Clock transition at path regs | 0.07 ns |
| Post-synth regs | 32 |
| P_sw | 677 uW |
| CORE AREA | 0.00868 mm^2 |
| Power per cell area | 1220 mW/mm^2 |
| DP Cell Count | 251 |
| Max reg flops | 32 |
| WP data arrival | 0.89 ns |
| Combinational share of power | 26.1% |
| Max-slew violations | 0 |
| Cycle use final | 101% |
| Tool warnings | 29 |
| Post-DP Area | 0.00222 mm^2 |
| Worst Clk Skew | 0 ns |
| Clock Latency Late Sink | 0.27 ns |
| Synthesized instance count | 78 |
| Initial antenna violation count | 0 |
| Hold Path Class | input pin to async pin |
| Yosys stat chip area | 0.00142 mm^2 |
| Worst setup EP type | output pin |
| Die Ht | 114 um |
| Die width | 114 um |
| Worst slew margin | 88.0% |
| MaxCap Viol Count | 0 |
| Overflow after GRT | 0 |
| Post-layout util | 28.4% |
| TritonCTS buffer count | 5 |
| Sequential power share | 45.4% |
| RSZ-0062 raised after global routing | true |
| CP Data Required Time | 0.88 ns |
| Final hold slack | -0.114 ns |
| Leak | 0.00119 uW |
| Area growth, synth to finish | 73.4% |
| Drt pass-1 iters | 3 |
| # setup viols final | 6 |
| Final-layout fill cell count | 890 |
| CTS tree | yes |
| Global-route wire length before repair | 6230 um |
| Count of clock tree sinks | 32 |
| PnR worst setup slack | -0.00839 ns |
| CP cell instances | buf_6, buf_6 |
| Delay of the slowest critical-path stage | 0.39 ns |
| GP Congestion | 0.704 |
| Top cells excl fill/tap | dfrtp_1 (32), clkdlybuf4s50_1 (32), mux2_4 (30), clkbuf_2 (24), buf_4 (22) |
| Critical path class | flip-flop to output pin |
layer usage:
metal | vias up | track usage [%] | wire length (um) | part of all wire, %
li1 | 466 | - | - | -
met2 | 42 | 10.1 | 2020 | 51
met3 | 5 | 2.34 | 318 | 8.1
met1 | 458 | 7.11 | 1520 | 39
met5 | - | 0 | 0 | 0
met4 | 0 | 1.09 | 74 | 1.9
synthesized netlist by cell type:
library cell,n,share of area [%]
dfrtp_1,32,56
buf_12,3,4.2
buf_4,10,5.3
buf_6,1,0.79
mux2_2,2,1.6
mux2_4,30,32
worst paths after layout:
kind	startpoint	to	slack (ns)	depth (start not counted)
setup reg to reg	avs_readdata[8]	avs_readdata[8]	0.07	3
setup / recovery	avs_readdata[6]	leds[6]	-0.008	2
min in group clk0	avs_write	avs_readdata[31]	0.29	2
max in group asynchronous	reset_n	avs_readdata[9]	1.04	2
hold / removal	reset_n	avs_readdata[29]	-0.11	2
hold reg to reg	avs_readdata[13]	avs_readdata[13]	0.51	1
worst max-delay path: cells and delay by family (launching register included):
kind | cells | cell delay, ns
buf+inv | 2 | 0.22
flops | 1 | 0.39
stage by stage:
| stage | power, uW | setup slack (ns) | setup TNS, ns |
|---|---|---|---|
| finish | 3000 | -0.00839 | -0.0332 |
| global route | 3220 | -0.0653 | -0.492 |
| detailed placement | 2080 | 0.00793 | 0 |
| CTS | 3080 | -0.0383 | -0.216 |
| floorplan | 1630 | 0.213 | 0 |
| global placement | 2070 | 0.0152 | 0 |
repair_timing:
item,in CTS,in global routing
endpoints found under the setup margin,42,35
setup buffers,23,9
resized,112,28
hold endpoints to repair,32,32
cell type report:
class	count	area [um^2]	share of cell area, %
tap	108	135	5.49
sequential	32	801	32.5
clock inverter	1	5.00	0.203
timing repair buffer	111	976	39.6
multi-input combinational	32	473	19.2
clock buffer	6	72.6	2.95
cell families after synthesis:
logic type  count (synthesis)  share of synthesized area, %
mux                        32                          33.3
flops                      32                          56.4
buf+inv                    14                          10.3
power by group through the flow:
stage	clock network [uW]	logic [uW]	registers, uW
CTS	935	788	1360
global route	988	855	1380
finish	856	784	1360
Power and IR drop assume default switching activity.
